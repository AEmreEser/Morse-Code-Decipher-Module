==> /design/flow/design.v <==
`timescale 1ns / 1ps
module SSD_Decoder(
    input clk,  
    input rst,
    input [5:0] char_code,
    output reg [31:0] char_seq
    );
    reg [7:0] newCharReg;  
    reg [5:0] oldCharCode;  
    always@(posedge rst or posedge clk) begin
        if (rst) begin
            char_seq <= 32'b1111_1111_1111_1111_1111_1111_1111_1111;
            newCharReg <= 8'b0;
            oldCharCode <= 8'b1000_0000;
        end
        else if (clk && (oldCharCode != char_code) ) begin
            oldCharCode <= char_code;
            case (char_code)
                6'b000_001 : newCharReg <= 8'b0111_0111;  
                6'b000_010 : newCharReg <= 8'b0111_1111;  
                6'b000_011 : newCharReg <= 8'b0100_1110;  
                6'b000_100 : newCharReg <= 8'b0111_1110;  
                6'b000_101 : newCharReg <= 8'b0100_1111;  
                6'b000_110 : newCharReg <= 8'b0100_0111;  
                6'b000_111 : newCharReg <= 8'b0101_1111;  
                6'b001_000 : newCharReg <= 8'b0011_0111;  
                6'b001_001 : newCharReg <= 8'b0011_0000;  
                6'b001_010 : newCharReg <= 8'b0011_1100;  
                6'b001_011 : newCharReg <= 8'b0101_0111;  
                6'b001_100 : newCharReg <= 8'b0000_1110;  
                6'b001_101 : newCharReg <= 8'b0011_0101;  
                6'b001_110 : newCharReg <= 8'b0010_0101;  
                6'b001_111 : newCharReg <= 8'b0111_1110;  
                6'b010_000 : newCharReg <= 8'b0110_0111;  
                6'b010_001 : newCharReg <= 8'b1111_1110;  
                6'b010_010 : newCharReg <= 8'b0110_1111;  
                6'b010_011 : newCharReg <= 8'b0101_1011;  
                6'b010_100 : newCharReg <= 8'b0000_1111;  
                6'b010_101 : newCharReg <= 8'b0011_1110;  
                6'b010_110 : newCharReg <= 8'b0010_0111;  
                6'b010_111 : newCharReg <= 8'b0011_1111;  
                6'b011_000 : newCharReg <= 8'b0011_0110;  
                6'b011_001 : newCharReg <= 8'b0011_0011;  
                6'b011_010 : newCharReg <= 8'b0110_1101;  
                6'b0 : newCharReg <= 8'b0;  
                default : newCharReg <= 8'b0;
            endcase
            char_seq <= {char_seq[23:0], ~newCharReg};
        end
        else begin
            char_seq <= char_seq;        
        end
    end
endmodule
==> /design/flow/run.sh <==
#!/bin/bash
# OpenROAD 26Q1-2900-gdf79404cd8, Yosys 0.63+post, stock flow scripts
make -C /OpenROAD-flow-scripts/flow DESIGN_CONFIG=/design/flow/config.mk WORK_HOME=/design/flow/orfs finish
==> /design/flow/config.mk <==
export PLATFORM = sky130hd
export DESIGN_NAME = SSD_Decoder
export DESIGN_NICKNAME = SSD_Decoder
export VERILOG_FILES = /design/flow/design.v
export SDC_FILE = /design/flow/constraint.sdc
export NUM_CORES = 4
export LEC_CHECK = 1
export CORE_UTILIZATION = 30
==> /design/flow/constraint.sdc <==
current_design SSD_Decoder

set clk_period 5.8
set clk_io_pct 0.2

create_clock -name clk0 -period $clk_period [get_ports {clk}]

set non_clock_inputs [all_inputs -no_clocks]
set_input_delay [expr $clk_period * $clk_io_pct] -clock clk0 $non_clock_inputs
set_output_delay [expr $clk_period * $clk_io_pct] -clock clk0 [all_outputs]
==> out/metrics.yaml <==
status:
  status: "finished, final reports clean"
setup_path:
  crit_top_cell: "clkbuf_8"
  reg2regPathDepth: 6
  worstPathArrival_ns: 4.25
  reg2reg_from: "oldCharCode[4]"
  worst_r2r_endpoint: "char_seq[9]"
  startpoint: "clk"
  crit_type: "clk2reg"
  crit_path_top_delay_cell: "mux2_2"
  worstSetupStartpointType: "clock port"
  crit_required_ns: 6.13
  cp_cell_sequence: "clkbuf_8, clkbuf_8, clkbuf_8, clkbuf_8, clkbuf_8, o21ai_2, clkbuf_8, clkbuf_8, mux2_2"
  critPathCapture: "char_seq[9]"
  cpPeakStageDelay_ns: 0.34
  rrSetupSlack_ns: 4.12
  worst_setup_path_end_kind: "flip-flop"
  cp_max_fo: 12
power_and_ir_drop:
  clockPowerShare_pct: 54.2
  power_mw: 1.81
  cellLeakagePower_nw: 1.27
  p_sw_share_pct: 26.4
  p_switching_mw: 0.478
  pwr-share-comb_pct: 12.3
  ir_worst_vdd_uv: 195
  power.density_nw_per_um2: 591
  intPower_mw: 1.34
  power_frac_seq_pct: 33.5
sta:
  skew_ns: 0.00932
  rsz0062_at_grt: "false"
  hold_viol: 0
  tns_ns: 0
  setup_viol: 0
  tightest_slew_ns: 0.687
  maxSlewViolCount: 0
  maxSlewHeadroom_pct: 54.1
die:
  fp.dieArea_um2: 8050
  floorplan.die.width_um: 89.7
  ios: 40
  fp-row-count: 31
  fp.coreArea_um2: 7330
  fp_util_pct: 31.5
  fp.dieH_um: 89.7
global_route:
  antenna_found_initial: 0
  grt_pass1_vias: 1803
  grt_usage_pct: 11.3
  grt_max_degree: 47
  grt_overflow_total: 0
  grt_pass1_wl_mm: 7.11
synthesis:
  syn-instance-count: 180
  syn_avg_cell_area_um2: 12.8
  flop_cell: "dfstp_2"
  postSynth.asyncResetShare_pct: 100
  ys_ff: 46
  edf_count: 0
  syn-cell-area_um2: 2310
  synth_seq_share_pct: 51.6
  yosys_warnings: 1
  yosys-stat-area_um2: 2310
  yosys_cells: 180
  ys_types: 37
clock_network:
  holdBufCountCts: 0
  cts_tree: "done"
  cts_resized: 0
  path_clk_slew_ns: 0.09
  cts_setup_buffers: 0
  clock.latency.late_pin_ns: 0.40
routing:
  drc: 0
  routed_wl_mm: 4.01
  routed_via_density: 4.44
  post_drt_wl_per_cell_um: 12.1
  first_pass_iters: 4
  drtAntennaViolNets: 0
  diodes: 0
  vias: 1471
  drt_iter0_markers: 53
layout:
  syn_to_final_growth_pct: 32.8
  layout-drive-gt1-share_pct: 41.4
placed_design:
  io_buffers: 39
  place_hpwl_mm: 2.60
  gp_congestion: 0.805
run:
  maxCapViolCount: 0
  tool_warnings: 80
worst_hold_path:
  hp-class: "clk2reg"
-- registers in the layout, indices dropped and copies added, names as in the netlist --
signal	cells
oldCharCode	6
char_seq	32
newCharReg	8
-- layer usage --
metal | global-route usage [%] | wire (um) | vias up
li1 | - | - | 727
met1 | 14.6 | 2020 | 692
met2 | 12.7 | 1660 | 44
met3 | 7.90 | 244 | 8
met4 | 8.47 | 81 | 0
met5 | 0 | 0 | -
-- cells by family after synthesis --
| kind of cell | Yosys count | share of synthesized area, % |
|---|---|---|
| buf+inv | 26 | 6.28 |
| xor+xnor | 7 | 2.65 |
| mux | 46 | 22.3 |
| flops | 46 | 51.6 |
| compound gates | 28 | 8.40 |
| fa+ha+maj | 8 | 4.33 |
| simple gates | 19 | 4.50 |
-- worst max-delay path: cells and delay by family --
kind,cells,cell delay (ns)
compound gates,1,0.05
mux,1,0.34
buf+inv,7,0.94
-- power by group through the flow --
stage	clock (mW)	combinational (mW)	sequential, mW
finish	0.982	0.223	0.608
CTS	1.02	0.227	0.611
global route	1.08	0.245	0.635
-- how the worst min path moves through the flow --
| stage | start | to | slack, ns | cells past startpoint |
|---|---|---|---|---|
| CTS | clk | oldCharCode[5] | 0.34 | 6 |
| global route | clk | oldCharCode[5] | 0.34 | 6 |
| finish | clk | oldCharCode[5] | 0.33 | 6 |
-- cell usage in the layout, fill, tap and decap left out, types with 3 or more instances in the layout --
cell / instances
dfrtp_1: 14
ha_1: 8
xnor2_1: 7
nor2b_1: 5
mux2i_1: 9
nand2b_1: 3
clkdlybuf4s50_1: 39
nand2_1: 6
mux2_2: 35
dfstp_2: 32
a21oi_1: 5
clkbuf_8: 18
inv_1: 13
o21ai_0: 5
-- area by class of cell --
class                   count  area [um2]
inverters                  14        52.6
well taps                  99         124
clock buffers              20         277
fillers                   680        4260
flip-flops and latches     46        1190
clock inverters             4        51.3
multi-input cells         108         973
repair buffers             40         398
-- through the flow --
stage / util [%] / area (um2) / std cells / worst slack, ns / hold WS (ns)
2_1_floorplan: - / 2310 / 180 / 1.94 / 0.388
3_3_place_gp: 37.4 / 2740 / 307 / 2.08 / 0.159
3_5_place_dp: 37.4 / 2740 / 307 / 2.08 / 0.159
4_1_cts: 41.8 / 3070 / 331 / 1.85 / 0.336
5_1_grt: 41.8 / 3070 / 331 / 1.83 / 0.341
6_report: 41.8 / 3070 / 331 / 1.88 / 0.331
-- synthesized netlist by cell type (3+ instances only) --
| cell type | n | share of area [%] |
|---|---|---|
| a21oi_1 | 5 | 1.1 |
| dfrtp_1 | 14 | 15 |
| nand2b_1 | 3 | 0.81 |
| o21ai_0 | 5 | 1.1 |
| mux2i_1 | 9 | 3.9 |
| buf_6 | 4 | 2.0 |
| ha_1 | 8 | 4.3 |
| mux2_2 | 35 | 17 |
| clkbuf_1 | 3 | 0.49 |
| dfstp_2 | 32 | 36 |
| xnor2_1 | 7 | 2.7 |
| inv_1 | 14 | 2.3 |
| nand2_1 | 6 | 0.98 |
| nor2b_1 | 5 | 1.4 |
Power is estimated from default activity; no workload was simulated.
