`design/flow/run.sh`:
```
#!/bin/bash
# OpenROAD 26Q1-2900-gdf79404cd8, Yosys 0.63+post, stock flow scripts
make -C /OpenROAD-flow-scripts/flow DESIGN_CONFIG=/design/flow/config.mk WORK_HOME=/design/flow/orfs finish
```
`design/flow/config.mk`:
```
export PLATFORM = sky130hd
export DESIGN_NAME = Main
export DESIGN_NICKNAME = Main
export VERILOG_FILES = /design/flow/design.v
export SDC_FILE = /design/flow/constraint.sdc
export NUM_CORES = 4
export LEC_CHECK = 1
export CORE_UTILIZATION = 50
```
`design/flow/constraint.sdc`:
```
current_design Main

set clk_period 3.5
set clk_io_pct 0.2

create_clock -name clk0 -period $clk_period [get_ports {clk}]

set non_clock_inputs [all_inputs -no_clocks]
set_input_delay [expr $clk_period * $clk_io_pct] -clock clk0 $non_clock_inputs
set_output_delay [expr $clk_period * $clk_io_pct] -clock clk0 [all_outputs]
```
`design/flow/design.v`:
```
`timescale 1ns / 1ps
module Clock_Divider(
    input [2:0] spec,
    input clk,
    input rst,
    output reg out
    );
    reg [27:0] divider;
    reg [27:0] count;
    always@(posedge clk or posedge rst) begin
        if (rst) begin
            divider <= 28'b1110_1110_0100_1011_0010_1000_0000;
            count <= 28'b0;
            out <= 0;
        end
        else if (clk) begin
            if (spec != divider) begin
                case (spec)  
                    3'b111 : divider <= 28'b0000_0000_0000_0000_0000_0000_0001;
                    3'b110 : divider <= 28'b1000_1111_1110_1011_0010_1000_0000;
                    3'b101 : divider <= 28'b1000_1110_1110_1011_0010_1000_0000;
                    3'b100 : divider <= 28'b1000_1110_0110_1011_0010_1000_0000;
                    3'b011 : divider <= 28'b0100_1110_0100_1011_0010_1000_0000;
                    3'b010 : divider <= 28'b0100_1110_0000_1011_0010_1000_0000;
                    3'b001 : divider <= 28'b0100_1100_0000_1011_0010_1000_0000;
                    3'b000 : divider <= 28'b0100_1000_0000_1011_0010_1000_0000;
                endcase
            end
            else begin                
                divider <= divider; 
            end
            if (count >= divider) begin
                out <= !out;
                count <= 28'b0;
            end
            else begin
                count <= count + 1;
                out <= out;
            end
        end  
        else begin
            divider <= divider;
            count <= count;
        end
    end  
endmodule
`timescale 1ns / 1ps
module Debouncer(
        input noisy_in,
        input clk,
        input rst,
        output reg out
    );
reg [2:0] prev_in;  
always@(posedge rst or posedge clk) begin
        if (rst) begin
            prev_in <= 3'b0;
            out <= 0;
        end
        else if (clk) begin
            prev_in[2] <= prev_in[1];
            prev_in[1] <= prev_in[0];
            prev_in[0] <= noisy_in;   
            if (prev_in[2] == prev_in[1] && prev_in[1] == prev_in[0]) begin                
                out <= prev_in[2];
            end
            else begin
                out <= out;
            end
         end  
         else begin
            prev_in <= prev_in;
            out <= out;
         end
  end
endmodule
`timescale 1ns / 1ps
module Input_Processor(
    output reg [1:0] out,
    output reg out_ready,  
    input rst,
    input clk,
    input serial_in  
    );
    reg [3:0] prev_inputs;
    task shByOne(input reg[3:0] shReg);
        begin
            shReg[1] <= shReg[0];        
            shReg[2] <= shReg[1];        
            shReg[3] <= shReg[2];
        end
    endtask
    always@(posedge clk or posedge rst) begin
    if (rst) begin
        prev_inputs <= 4'b0100;  
        out <= 2'b10;
        out_ready <= 0;
    end
    else if (clk) begin
        prev_inputs[1] <= prev_inputs[0];
        prev_inputs[2] <= prev_inputs[1];
        prev_inputs[3] <= prev_inputs[2];
        prev_inputs[0] <= serial_in;
            if (prev_inputs[0] == 0) begin
                if (prev_inputs[3:0] == 4'b1110) begin  
                    out <= 2'b01;  
                    out_ready <= 1;
                end
                else begin
                    case(prev_inputs[2:0]) 
                        3'b100 : out_ready <= 0;
                        3'b010, 3'b110 : begin
                            out_ready <= 1;
                            out <= 00;  
                        end
                        3'b000 : begin
                            out_ready <= 1;
                            out <= 11;  
                        end
                    endcase
                end
            end 
            else begin
                out_ready <= 0;
            end
        end
        else begin
            ;
        end
    end  
endmodule
`timescale 1ns / 1ps
module Morse_Processor(
input [1:0] serial_in,
input update,  
input rst,
input clk,
output reg [5:0] char_out,  
output reg char_ready
    );
    reg [13:0] morse_sequence;
    reg char_ready_lit_once;
    always@(posedge clk or posedge rst) begin
        if (rst) begin
            morse_sequence <= 14'b0000_0000_0000_11;
            char_out <= 6'b0;
            char_ready_lit_once <= 0;
            char_ready <= 0;
        end
        else if (clk) begin
            if (update) begin
                morse_sequence[13:12] <= morse_sequence[11:10];
                morse_sequence[11:10] <= morse_sequence[9:8];
                morse_sequence[9:8] <= morse_sequence[7:6];
                morse_sequence[7:6] <= morse_sequence[5:4];
                morse_sequence[5:4] <= morse_sequence[3:2];
                morse_sequence[3:2] <= morse_sequence[1:0];           
                morse_sequence[1:0] <= serial_in;  
                char_ready_lit_once <= 0;
            end               
            else begin  
                    ;
            end
            if (morse_sequence[1:0] == 2'b11) begin  
                casex (morse_sequence[13:2])  
                    12'b????_??11_0001 : char_out <= 6'b000_001;  
                    12'b??11_0100_0000 : char_out <= 6'b000_010;  
                    12'b??11_0100_0100 : char_out <= 6'b000_011;  
                    12'b????_1101_0000 : char_out <= 6'b000_100;  
                    12'b????_????_1100 : char_out <= 6'b000_101;  
                    12'b??11_0000_0100 : char_out <= 6'b000_110;  
                    12'b????_1101_0100 : char_out <= 6'b000_111;  
                    12'b??11_0000_0000 : char_out <= 6'b001_000;  
                    12'b????_??11_0000 : char_out <= 6'b001_001;  
                    12'b??11_0001_0101 : char_out <= 6'b001_010;  
                    12'b????_1101_0001 : char_out <= 6'b001_011;  
                    12'b??11_0001_0000 : char_out <= 6'b001_100;  
                    12'b????_??11_0101 : char_out <= 6'b001_101;  
                    12'b????_??11_0100 : char_out <= 6'b001_110;  
                    12'b????_1101_0101 : char_out <= 6'b001_111;  
                    12'b??11_0001_0100 : char_out <= 6'b010_000;  
                    12'b??11_0101_0001 : char_out <= 6'b010_001;  
                    12'b????_1100_0100 : char_out <= 6'b010_010;  
                    12'b????_1100_0000 : char_out <= 6'b010_011;  
                    12'b????_????_1101 : char_out <= 6'b010_100;  
                    12'b????_1100_0001 : char_out <= 6'b010_101;  
                    12'b??11_0000_0001 : char_out <= 6'b010_110;  
                    12'b????_1100_0101 : char_out <= 6'b010_111;  
                    12'b??11_0100_0001 : char_out <= 6'b011_000;  
                    12'b??11_0101_0001 : char_out <= 6'b011_001;  
                    12'b??11_0101_0000 : char_out <= 6'b011_010;  
                    default : char_out <= 6'b0;  
                endcase
                if (~char_ready_lit_once) begin
                    char_ready <= 1;
                    char_ready_lit_once <= 1;
                end
                else begin
                    char_ready <= 0;
                end
            end
            else begin  
                char_out <= char_out;
                char_ready <= 0;
            end
        end 
        else begin  
            ;
        end
    end
endmodule
`timescale 1ns / 1ps
module Main(
input clk,
input rst,
input noisy_in,
input [2:0] spec,
output morse_primitive_input_received,
output [5:0] char_out,
output char_ready,
output divided_clk_led
    );
    wire out_clk_div, out_Debouncer, out_ready;
    wire [1:0] processed_input_out;
    Clock_Divider divider(
        .rst(rst),
        .clk(clk),
        .spec(spec),
        .out(out_clk_div)
    );
    assign divided_clk_led = out_clk_div;
    Debouncer debouncer(
        .clk(clk),
        .rst(rst),
        .noisy_in(noisy_in),
        .out(out_Debouncer)
    );
    Input_Processor in_processor(
        .clk(out_clk_div),
        .rst(rst),
        .serial_in(out_Debouncer),
        .out_ready(out_ready),
        .out(processed_input_out)  
    );
    assign morse_primitive_input_received = out_ready;
    Morse_Processor morse_processor(
        .clk(out_clk_div),
        .rst(rst),
        .update(out_ready),
        .serial_in(processed_input_out),
        .char_out(char_out),
        .char_ready(char_ready)    
    );
endmodule
```
==> qor.yml <==
status: "finished clean"
finalSetupViolations: 0
io_pins: 15
critical-path-slowest-cell: "nand3_1"
untimed_endpoints: 33
num_rows: 30
power.density_nw_per_um2: 223
ys_types: 51
top_cell_area_share_pct: 40.1
place_ws_ns: 0.905
fin_crit_sh_pct: 73.3
dpl.hpwl_um: 4680
fin_skew_ns: 0.00818
hold_class: "flop to flop"
cp-end-kind: "flop"
rsz0062_at_grt: "no"
vias: 2590
syn_area_um2: 3680
async_flop_share_pct: 100
synth_flops: 70
yosys-top-cells-count: "dfrtp_1 (59), nor2_1 (52), nand2_1 (23)"
tightestPinTransition_ns: 0.743
setup_slack_ns: 0.935
grt_max_degree: 40
leakagePower_uw: 0.00176
clk-insertion-delay-late_ns: 0.29
avgSynthCellArea_um2: 9.77
clock.fmax_ghz: 0.390
hold_viol: 0
register_area_um2: 1770
antenna_found_initial: 0
antennaDiodeCount: 0
ys_cells: 377
slew_headroom_pct: 50.0
viasPerCell: 5.38
fin_tns_setup_ns: 0
top_cell: "dfrtp_1"
fin_crit_ns: 2.56
logic_area_um2: 1770
synth_area_leader_cell: "dfrtp_1"
worst_ir_drop_vdd_mv: 0.278
post-route-util_pct: 57.4
syn-instance-count: 377
area_growth_pct: 8.12
slowest_delay_ns: 0.54
start_kind: "flop"
ctsHoldBuffers: 0
routed_wl_um: 6380
fp.dieH_um: 87.8
ys_chip_area_um2: 3680
gp_congestion: 0.877
initCoreUtil_pct: 53.1
power_frac_clock_pct: 34.5
cts.clk_slew.worst_paths_ns: 0.08
die_area_um2: 7720
grt_usage_pct: 19.5
dieWidth_um: 87.8
drt-initial-drc-count: 72
p_switching_uw: 204
intPower_uw: 685
ys_warn_count: 4
fill_cells: 597
first_pass_iters: 5
drv_cap: 0
drcViolationCount: 0
topCellsByArea: "dfrtp_1 (40%), dfstp_2 (7.8%), ha_1 (7.1%)"
finalMaxSlewViolations: 0
cts_setup_buffers: 0
critical_path_class: "flop to flop"
htreeDepth: 2
edf_count: 0
synth-main-ff-cell: "dfrtp_1"
swShare_pct: 23.0
arrival_ns: 2.79
coreArea_um2: 6940
drive_above_1_share_pct: 10.6
cts-root-buf: "clkbuf_8"
grt.overflow.total: 0
rr_worst_depth: 8
cts_max_path_buffers: 2
grt_pass1_wl_um: 11600
min_path_cells: 0
cts_resized: 0
tritoncts: "built"
path_cells: "inv_1 > ha_1 > nor3_1 > a211oi_1 > o31ai_1 > nand3_1 > buf_4 > nor2_1"
power_frac_comb_pct: 6.0
ant_nets: 0
io_buffers: 13
grt_pass1_vias: 2522
warning_count: 28
unclocked_pins: 26
numCtsBuffers: 5
p_seq_share_pct: 59.5
cp_max_fo: 18
r2r_setup_slack_ns: 0.94
wl_per_cell_um: 13.3
yosys.stat.seqShare_pct: 47.9
cp_data_required_time_ns: 3.72
[final timing paths]
kind	from	end
max	divider.divider[23]	divider.count[12]
min	debouncer.prev_in[1]	debouncer.prev_in[2]
max reg2reg	divider.divider[23]	divider.count[12]
min reg2reg	debouncer.prev_in[1]	debouncer.prev_in[2]
max in group asynchronous	rst	divider.divider[27]
min in group asynchronous	rst	debouncer.out
[kinds of logic (layout without fill, tap and decap cells)]
logic type | Yosys count | in the layout | share of synthesized area [%]
compound gates | 48 | 48 | 7.67
fa+ha+maj | 21 | 21 | 7.13
simple gates | 159 | 159 | 22.7
xor+xnor | 28 | 28 | 6.66
mux | 12 | 12 | 3.63
other cells | 1 | 2 | 0.102
flops | 70 | 70 | 47.9
buf+inv | 38 | 45 | 4.18
[per-stage QoR]
| step | total power (µW) | instance area [µm²] | hold WS, ns | cells |
|---|---|---|---|---|
| 2_1_floorplan | 574 | 3690 | 0.369 | 378 |
| 3_3_place_gp | 593 | 3900 | 0.375 | 473 |
| 3_5_place_dp | 594 | 3900 | 0.383 | 473 |
| 4_1_cts | 905 | 3980 | 0.405 | 481 |
| 5_1_grt | 935 | 3980 | 0.427 | 481 |
| 6_report | 889 | 3980 | 0.403 | 481 |
[sequential cells by signal (all words and copies together) (netlist names), 2 cells and up]
signal	flops
divider.count	28
morse_processor.morse_sequence	12
in_processor.out	2
in_processor.prev_inputs	4
debouncer.prev_in	3
morse_processor.char_out	5
divider.divider	11
[layout by cell type, fill, tap and decap left out, types with 3 or more instances in the layout]
master | synthesis | routed
dfrtp_1 | 59 | 59
nor2_1 | 52 | 52
nand2_1 | 23 | 23
nand3_1 | 22 | 22
ha_1 | 21 | 21
inv_1 | 21 | 20
a21oi_1 | 19 | 19
xnor2_1 | 16 | 16
clkdlybuf4s50_1 | 0 | 13
xor2_1 | 12 | 12
mux2_2 | 11 | 11
nor4_1 | 11 | 11
dfstp_2 | 11 | 11
o21ai_0 | 10 | 10
nor3_1 | 9 | 9
nand4_1 | 7 | 7
a31oi_1 | 5 | 5
clkbuf_8 | 0 | 5
o22ai_1 | 4 | 4
and2_1 | 4 | 4
nand2b_1 | 3 | 3
o31ai_1 | 3 | 3
and4_1 | 3 | 3
[final cells by class]
type	instances	area share [%]
clock inverter	1	0.220
multi-input combinational	270	44.4
inverter	21	1.98
tap	96	3.02
timing repair buffer	16	4.15
clock buffer	7	1.92
sequential	70	44.3
[power by group through the flow]
| stage | Sequential, µW | Clock (µW) | Combinational, µW |
|---|---|---|---|
| 6_report | 529 | 307 | 53.0 |
| 5_1_grt | 531 | 341 | 62.8 |
| 4_1_cts | 530 | 320 | 55.1 |
[routing by layer]
metal  routed length (µm)  up-vias  GRT usage (%)  share of wire (%)
met5                    0        -              0                  0
met4                   89        0           2.53                1.4
met3                  101        8           1.72                1.6
met2                 3090       22           32.3                 49
met1                 3090     1241           30.2                 48
li1                     -     1319              -                  -
[critical path, delay by kind of cell, from the launching register on]
kind	cells	cell delay (ns)
and+or+nand+nor	3	0.85
adders and majority gates	1	0.33
AOI/OAI and AO/OA	2	0.26
buffers and inverters	2	0.53
DFF	1	0.53
Power is estimated from default activity; no workload was simulated.
